==> design.v <==
module mfp_lcd_spi(
           input                                    clk,
           input                                    i_rst_n,
           input [7 : 0]                            value,
           input [2 : 0]                            ctrl,
           input                                    send,
           output    reg                            sdo,
           output                                   sck,
           output    reg                            ce,
           output    reg                            sdc,
           output    reg                            sbl,
           output    reg                            o_rst_n
           );
parameter DIV_WIDTH = 16;    
reg [DIV_WIDTH - 1:0] counter;
reg [7:0]  data_r;
reg [3:0] bit_count_r;
always @(posedge clk, negedge i_rst_n)
   if (!i_rst_n) begin
	   sdc     <= 1'b0;
       sbl     <= 1'b0;
	   o_rst_n <= 1'b0;
   end else begin
       sdc     <= ctrl[0];
       sbl     <= ctrl[1];
	   o_rst_n <= ctrl[2];
   end
assign sck = (counter[DIV_WIDTH - 1]);
always @(posedge clk, negedge i_rst_n)
   if (!i_rst_n ) begin
	    counter <= {DIV_WIDTH{1'b0}};
   end else if (!ce)
	    counter <= counter + 1'b1;
   else 
	    counter <= {DIV_WIDTH{1'b0}};
always @(posedge clk, negedge i_rst_n)
	if (!i_rst_n) begin
		data_r <= 8'b0;
		sdo <= 1'b0;
		bit_count_r <= 4'b1001;
	end else if (bit_count_r != 4'b1001 && counter == 0) begin
		sdo <= data_r[7];
		data_r <= data_r << 1;
		bit_count_r <= bit_count_r + 1'b1;
	end else if (send && ce) begin
		data_r <= value; 
		bit_count_r <= 4'b0000;
	end
always @(posedge clk, negedge i_rst_n)
	if (!i_rst_n) begin
		ce <= 1'b1;
	end else if (!send && bit_count_r == 4'b1001)
		ce <= 1'b1;
	else 
		ce <= 1'b0;
endmodule
==> run.sh <==
#!/bin/bash
# OpenROAD 26Q1-2900-gdf79404cd8, Yosys 0.63+post, stock flow scripts
make -C /OpenROAD-flow-scripts/flow DESIGN_CONFIG=/design/flow/config.mk WORK_HOME=/design/flow/orfs finish
==> config.mk <==
export PLATFORM = sky130hd
export DESIGN_NAME = mfp_lcd_spi
export DESIGN_NICKNAME = mfp_lcd_spi
export VERILOG_FILES = /design/flow/design.v
export SDC_FILE = /design/flow/constraint.sdc
export NUM_CORES = 4
export LEC_CHECK = 1
export CORE_AREA = 10 10 100 100
export DIE_AREA = 0 0 110 110
==> constraint.sdc <==
current_design mfp_lcd_spi

set clk_period 2.9
set clk_io_pct 0.2

create_clock -name clk0 -period $clk_period [get_ports {clk}]

set non_clock_inputs [all_inputs -no_clocks]
set_input_delay [expr $clk_period * $clk_io_pct] -clock clk0 $non_clock_inputs
set_output_delay [expr $clk_period * $clk_io_pct] -clock clk0 [all_outputs]
==> reports/writeup.txt <==
The run gives 2 for the worst-case clock buffer depth. The transition time at the pin with the least slew margin works out to 0.5799 ns. Counting endpoints that fail hold in the final report gives 0.

The run gives 0 for the global route total overflow. The run gives 457.1 MHz for the achievable clock frequency. STA classifies the critical path endpoint as an output pin. Synthesis produced a netlist whose cell count is 159. The number of hold buffers added after CTS was 0. Combinational logic burns 29.3% of the power. The tools report the source of the worst register-to-register timing path as counter[0]$_DFF_PN0_.

The number of cells reported by Yosys stat comes to 159. The data required time at the worst endpoint was 2.32 ns; the count of TritonRoute iterations in the first routing pass was 4. STA puts the critical path data arrival time at 1.61 ns. The clock arrives with 0.007962 ns of skew. The post-synthesis instance area was 1637 um2. The vertical die dimension came out at 110 um. The leakage power came out at 0.0008326 uW. The critical-path maximum fanout is 19.

After synthesis, flip-flops and latches occupy 50.69% of the total area. Headroom to the max-slew limit: 61.24%. Entering global routing, the biggest net connects 34 pins. The floorplan step defined a core boundary enclosing 7807 um2. The cell sequence reported for the critical path is clkdlybuf4s50_1.

The TritonCTS sink count is 33, and the floorplan row count is 32. The script logs the ratio of routed vias to standard cells as 4.239. Buffers added to address setup during post-CTS repair amount to 0. The buffer type at the clock tree root is clkbuf_8. From the final report, the count of setup violators was given as 0. The net switching power came out at 534.1 uW. The mean instance size in the synthesized netlist works out to 10.29 um2. In the CTS report, the clock slew at the register clock pins of the worst setup and hold paths is listed as 0.08 ns. The number of warnings reported in the stage logs is 27. For the final routed database, the setup TNS stands at 0 ns.

The detailed router finished its first iteration with 82 violations. For this block, the routed nets add up to 3325 um of wire. Highest ir drop seen on vdd: 0.3601 mV. The synthesis stat section lists a flop and latch total of 33.

The number of antenna diodes in the final layout is 0. The tightest hold margin came out at 0.4900 ns. Critical path's slowest cell: dfstp_2.

The final timing report derives a shortest allowable period of 2.188 ns. The run finished with clean final reports. The logs give 40 for the unique cell type count in the Yosys netlist and 1187 for the overall via count from detail_route.

The tools report the I/O pin count as 20. The worst setup path endpoint was ce. The run gives 0 for the final max-slew violation count. Post-CTS repair changed the size of 0 cells.

The run gives 2402 um as the final HPWL from detailed placement. Power spread over the standard cell area amounts to 757.0 nW/um2. The logs give 1136 for the number of global-route vias before repair and 0 for the reported max-cap violation count.

Type of origin of the critical path: a flop. The logic depth of the worst path, buffers included was 1; the proportion of register bits with asynchronous set or reset after synthesis was 100.0%. The run gives 819 for the final-layout fill cell count. Sorting the synthesis cell report by count puts at the top dfrtp_1.

The run gives 22.9% as the clock network fraction of design power. The worst hold path belongs to the class reg2reg. Path type of the worst setup path: reg2out. The main area contributors are dfrtp_1 (46%), mux2i_1 (4.9%), dfstp_2 (4.8%), nor2_1 (3.4%), nor3_1 (3.4%).

In the synthesized netlist, the cells that appear most often are dfrtp_1 (30), nor2_1 (15), nand2_1 (11), nor3_1 (11), a21oi_1 (9). Setup repair after global routing left no endpoint under its margin. The Yosys chip area is 1637 um2, and the layout overhead on the synthesized area is 22.48%. The power report attributes to the sequential group a share of 47.8%.

The worst register-to-register path depth is 6. Across all register-to-register paths, the minimum setup slack is 0.98 ns. Total routing resource utilization after global routing: 5.553%. The commonest register cell is dfrtp_1. Yosys synthesis warning count: 1.

The first-pass GRT wire length was 5540 um; the average wire length per cell after detail routing was 11.88 um. TritonCTS built the clock tree. The horizontal die dimension reported for this design is 110 um. The later-pin clock latency in the skew report came out at 0.29 ns. The fraction of power spent switching nets works out to 35.20%. The number of antenna violations at the first check in global routing is 0.

The run gives 2 as the H-tree depth. The tools report the total power as 1517 uW. The CTS report gives the tree buffer count as 5. The run gives 19 for the quantity of I/O buffers inserted on ports. The largest area contributor in the synthesized netlist was dfrtp_1. The share of synthesized area in the top cell type comes to 45.87%. The chip occupies 12100 um2. In this run the remaining antenna-violating nets after routing total 0.

On the worst path, the slowest cell contributes a delay of 0.75 ns. The end of the worst register-to-register path is sdo$_DFFE_PN0P_. The tools report the critical path startpoint as ce$_DFF_PN1_. The internal power summed over all cells was 983.3 uW.

The share of the core area taken by cells at floorplan is 20.96%. The final timing summary puts the cycle share of the worst path at 75.44%. The timing report attributes the biggest portion of critical-path delay to flip-flops. The number of buffer and inverter stages on the critical path was 1. With the number of enable flip-flop cells at 0, the ratio of cells with drive above 1 in the final layout is 10.67%. For the routability-driven placement congestion ratio, the log shows 0.8631. For this run, design rule violations remaining after detail routing come to 0.
sequential cells by signal, indices dropped and copies added, names as in the netlist:
register     cells
bit_count_r      4
sdc              1
ce               1
counter         16
data_r           8
sdo              1
sbl              1
o_rst_n          1
power by group through the flow:
stage | Sequential, uW | Combinational, uW | Clock, uW
5_1_grt | 751 | 509 | 375
6_report | 725 | 445 | 348
4_1_cts | 725 | 452 | 358
how the worst min path moves through the flow:
stage / startpoint / endpoint / slack [ns] / cells after the start
CTS: counter[0]$_DFF_PN0_ / counter[0]$_DFF_PN0_ / 0.50 / 1
global route: counter[0]$_DFF_PN0_ / counter[0]$_DFF_PN0_ / 0.51 / 1
finish: counter[0]$_DFF_PN0_ / counter[0]$_DFF_PN0_ / 0.49 / 1
kinds of logic (layout without fill, tap and decap cells):
logic type | count (synthesis) | after routing | share of synthesized area [%]
compound gates | 18 | 18 | 6.498
fa+ha+maj | 4 | 4 | 3.058
mux | 9 | 9 | 5.810
xor+xnor | 12 | 12 | 6.422
buf+inv | 12 | 31 | 3.669
flops | 33 | 33 | 50.69
simple gates | 71 | 71 | 23.85
per-layer routing:
metal / GRT usage [%] / vias to the layer above / part of all wire [%]
met2: 8.002 / 18 / 44
met3: 1.469 / 4 / 3.9
met4: 1.115 / 0 / 2.0
met1: 8.256 / 574 / 50
met5: 0 / - / 0
li1: - / 591 / -
through the flow:
step / area (um2) / std cells / setup WS [ns] / utilization, %
finish: 2004 / 280 / 0.7122 / 25.67
global route: 2004 / 280 / 0.6457 / 25.67
CTS: 2004 / 280 / 0.6795 / 25.67
detailed placement: 1913 / 272 / 0.9370 / 24.50
global placement: 1913 / 272 / 0.9312 / 24.50
floorplan: 1637 / 159 / 1.387 / -
cell type report:
class                   count  area (um2)  area share, %
inverters                   3       11.26         0.5618
repair buffers             20       197.7          9.863
well taps                 102       127.6          6.367
multi-input cells         114       747.0          37.27
clock buffers               5       68.82          3.433
clock inverters             3       22.52          1.124
flip-flops and latches     33       829.5          41.39
placed cells by master (no fill, tap or decap), types with 3 or more instances in the layout:
cell and n:
nand2_1 11, inv_1 3, nor2_1 15, nor3_1 11
ha_1 4, clkbuf_8 5, o211ai_1 3, dfstp_2 3
nand3_1 8, dfrtp_1 30, mux2i_1 8, nand2b_1 3
nor4_1 5, xor2_1 6, clkdlybuf4s50_1 19, a21oi_1 9
clkinvlp_4 3, nand4_1 4, xnor2_1 6
Power is estimated from default activity; no workload was simulated.
